===== design/flow/config.mk =====
export PLATFORM = sky130hd
export DESIGN_NAME = RGB2YUV
export DESIGN_NICKNAME = RGB2YUV
export VERILOG_FILES = /design/flow/design.v
export SDC_FILE = /design/flow/constraint.sdc
export NUM_CORES = 4
export LEC_CHECK = 1
export CORE_UTILIZATION = 40

===== design/flow/constraint.sdc =====
current_design RGB2YUV

set clk_period 7.9
set clk_io_pct 0.2

create_clock -name clk0 -period $clk_period [get_ports {clk}]

set non_clock_inputs [all_inputs -no_clocks]
set_input_delay [expr $clk_period * $clk_io_pct] -clock clk0 $non_clock_inputs
set_output_delay [expr $clk_period * $clk_io_pct] -clock clk0 [all_outputs]

===== design/flow/design.v =====
module Add(A, B, Add);
    input signed [9-1:0] A, B;
    output [9-1:0] Add;
    assign Add = A + B;
endmodule
`timescale 1ns/1ps
module Controller ( start, rst_n , clk , done, control);
    input start, rst_n , clk;
    output reg done;
    output reg [21:0] control;
    reg [3:0] Current_State , Next_State;
    always @(posedge clk or negedge rst_n ) begin
        if(!rst_n ) Current_State <= 4'b0000;
        else Current_State <= Next_State;
    end
    always @(Current_State or start)
    begin
        case (Current_State)
            4'b0000:
            begin
                control = 22'b1_1_1_0_0_0_000_00_00_00_0_00_0_0_0_0;
                done = 1'b0;
                if(~start) Next_State = 4'b0000;
                else Next_State = 4'b0001;
            end
            4'b0001:
            begin
                control = 22'b0_0_0_1_0_0_000_10_00_00_0_00_0_0_0_0;
                done = 1'b0;
                Next_State= 4'b0010;
            end
            4'b0010:
            begin
                control = 22'b0_0_0_0_1_0_001_01_00_00_0_00_0_0_0_0;
                done = 1'b0;
                Next_State= 4'b0011;
            end
            4'b0011:
            begin
                control = 22'b0_0_0_1_1_0_010_10_10_11_0_00_0_1_0_0;
                done = 1'b0;
                Next_State= 4'b0100;
            end
            4'b0100:
            begin
                control = 22'b0_0_0_0_0_1_011_01_00_00_0_00_0_0_0_0;
                done = 1'b0;
                Next_State= 4'b0101;
            end
            4'b0101:
            begin
                control = 22'b0_0_0_0_1_1_100_00_01_00_0_00_0_0_0_1;
                done = 1'b0;
                Next_State= 4'b0110;
            end
            4'b0110:
            begin
                control = 22'b1_0_0_0_1_0_100_10_00_11_1_00_0_0_0_0;
                done = 1'b0;
                Next_State= 4'b0111;
            end
            4'b0111:
            begin
                control = 22'b1_1_0_0_0_0_101_01_11_00_1_01_0_0_0_0;
                done = 1'b0;
                Next_State= 4'b1000;
            end
            4'b1000:
            begin
                control = 22'b0_1_0_0_1_0_110_00_01_10_0_01_0_0_1_0;
                done = 1'b0;
                Next_State= 4'b1001;
            end
            4'b1001:
            begin
                control = 22'b0_1_1_0_0_0_111_00_00_10_0_01_1_0_0_0;
                done = 1'b0;
                Next_State= 4'b1010;
            end
            4'b1010:
            begin
                control = 22'b0_1_0_0_0_0_000_00_10_10_0_10_0_0_0_0;
                done = 1'b0;
                Next_State= 4'b1011;
            end
            4'b1011:
            begin
                control = 22'b0_0_1_0_0_0_000_00_01_01_0_00_1_0_0_0;
                done = 1'b1;
                Next_State= 4'b0000;
            end
            default:
            begin
                control=22'b0_0_1_0_0_0_000_00_01_01_0_00_1_0_0_0;
                done = 1'b1;
                Next_State= 4'b0000;
            end
        endcase
    end
endmodule
`timescale 1ns/1ps
module Datapath ( inportR , inportG , inportB , control, clk , rst_n , outportY , outportU , outportV , done);
    input [9-1:0] inportR , inportG , inportB;
    input [21:0] control;
    input clk , rst_n , done;
    output [9-1:0] outportY , outportU , outportV;
    wire [9-1:0] M1_OUT, M2_OUT, M3_OUT, M4_OUT, M5_OUT, M6_OUT, M7_OUT;
    wire [9-1:0] M8_OUT, M9_OUT, Fadd , Fmul , R1, R2, R3, R4, R5, R6,data;
    Register r1( .D(M4_OUT), .reset(rst_n ), .clk (clk ), .load(control[21:21]), .Q(R1) );
    Register r2( .D(M5_OUT), .reset(rst_n ), .clk (clk ), .load(control[20:20]), .Q(R2) );
    Register r3( .D(M6_OUT), .reset(rst_n ), .clk (clk ), .load(control[19:19]), .Q(R3) );
    Register r4( .D(M7_OUT), .reset(rst_n ), .clk (clk ), .load(control[18:18]), .Q(R4) );
    Register r5( .D(M8_OUT), .reset(rst_n ), .clk (clk ), .load(control[17:17]), .Q(R5) );
    Register r6( .D(M9_OUT), .reset(rst_n ), .clk (clk ), .load(control[16:16]), .Q(R6) );
    MUX3 M1 ( .A(R3), .B(R2), .C(R1), .S(control[12:11]), .Y(M1_OUT) );
    MUX4 M2 ( .A(9'b010000000), .B(R5), .C(R4), .D(R1), .S(control[10:9]), .Y(M2_OUT) );
    MUX4 M3 ( .A(R6), .B(R3), .C(R2), .D(R5), .S(control[8:7]), .Y(M3_OUT) );
    MUX2 M4 ( .A(inportR ), .B(Fadd), .S(control[6:6]), .Y(M4_OUT));
    MUX3 M5 ( .A(inportG ), .B(Fmul), .C(Fadd), .S(control[5:4]), .Y(M5_OUT) );
    MUX2 M6 ( .A(inportB), .B(Fadd), .S(control[3:3]), .Y(M6_OUT));
    MUX2 M7 ( .A(Fmul), .B(Fadd), .S(control[2:2]), .Y(M7_OUT));
    MUX2 M8 ( .A(Fmul), .B(Fadd), .S(control[1:1]), .Y(M8_OUT));
    MUX2 M9 ( .A(Fmul), .B(Fadd), .S(control[0:0]), .Y(M9_OUT));
    Mul FU1 ( .A(M1_OUT), .B(data), .Mul(Fmul) );
    Add FU2 ( .A(M2_OUT), .B(M3_OUT), .Add(Fadd) );
    ROM FU3 ( .clk(clk), .addr(control[15:13]), .data(data) );
    Register r7(R2,rst_n , clk , done, outportY);
    Register r9(R1, rst_n , clk , done, outportU);
    Register r8(R3, rst_n , clk , done, outportV);
endmodule
module MUX2 (
    input [9-1:0] A, B,
    input  S,
    output reg [9-1:0] Y
);
always @(*) begin
    case (S)
        1'b0: Y = A;
        1'b1: Y = B;
        default : Y = A;
    endcase
end
endmodule
module MUX3 (
    input [9-1:0] A, B, C,
    input [1:0] S,
    output reg [9-1:0] Y
);
always @(*) begin
    case (S)
        2'b00: Y = A;
        2'b01: Y = B;
        2'b10: Y = C;
        default : Y = A;
    endcase 
end
endmodule
module MUX4 (
    input [9-1:0] A, B, C, D,
    input [1:0] S,
    output reg [9-1:0] Y
);
always @(*) begin
    case (S)
        2'b00: Y = A;
        2'b01: Y = B;
        2'b10: Y = C;
        2'b11: Y = D;
    endcase
end
endmodule
module Mul (A, B, Mul);
    input signed [9-1:0]A,B;
    output [9-1:0] Mul;
    wire s;
    wire [7:0] N;
    assign {s,Mul,N} = A * B;
endmodule
`timescale 1ns/1ps
module RGB2YUV (start, clk, rst_n, inportR, inportG, inportB, done, outportY, outportU, outportV);
    input start, clk, rst_n;
    input [9-1:0] inportR, inportG, inportB;
    output done;
    output [9-1:0] outportY, outportU, outportV;
    wire [21:0] control;
    Controller Controller( .start(start), .rst_n(rst_n), .clk(clk), .done(done), .control(control) );
    Datapath Datapath( .inportR(inportR), .inportG(inportG), .inportB(inportB), .control(control), .clk(clk), .rst_n(rst_n), .outportY(outportY), .outportU(outportU), .outportV(outportV) ,.done(done) );
endmodule
module ROM (clk, addr, data);
input clk;
input [2:0]addr;
output reg [8:0] data;
always @(*)
begin
    case(addr)
        3'b000: data <= 9'b001001100;
        3'b001: data <= 9'b010010110;
        3'b010: data <= 9'b111010101;
        3'b011: data <= 9'b110101100;
        3'b100: data <= 9'b010000000;
        3'b101: data <= 9'b110010101;
        3'b110: data <= 9'b111101100;
        3'b111: data <= 9'b000011101;
    endcase
end
endmodule
module Register (
    input [9-1:0] D,
    input reset,clk ,load,
    output reg [9-1:0] Q
);
always @(posedge clk or negedge reset) begin
    if(!reset)
        Q <= 9'b0;
    else if(load)
        Q <= D;
end
endmodule

===== design/flow/run.sh =====
#!/bin/bash
# OpenROAD 26Q1-2900-gdf79404cd8, Yosys 0.63+post, stock flow scripts
make -C /OpenROAD-flow-scripts/flow DESIGN_CONFIG=/design/flow/config.mk WORK_HOME=/design/flow/orfs finish

==> out/qor_table.md <==
| Parameter | This run |
|---|---|
| Final core utilization | 47.1% |
| Worst R2R Path Depth | 21 |
| Critical path depth | 21 |
| Clock insertion delay at the later pin of the skew report | 0.36 ns |
| Antenna violations before repair | 0 |
| Final routed wirelength across all metal layers | 22900 um |
| GRT Total Usage | 25.4% |
| Post-CTS clock slew at the launch and capture registers of the worst setup and hold paths | 0.08 ns |
| Kind of end point of the critical path | register |
| Filler Cells Inserted | 1748 |
| Worst hold endpoint | Controller.Current_State[0]$_DFF_PN1_ |
| Starting Density | 40.9% |
| R2R Path End | Datapath.r2.Q[7]$_DFFE_PN0P_ |
| Maximum number of pins on one net before global-route repair | 58 |
| Dpl ws | 0.718 ns |
| Number of global-route vias before repair | 5925 |
| Critical hold path startpoint | Controller.Current_State[10]$_DFF_PN0_ |
| Hold-fix buffers, CTS | 0 |
| Part of the total power dissipated in the clock network | 48.7% |
| Number of warnings reported in the yosys synthesis log | 6 |
| Type of the worst min-delay path | reg2reg |
| Slowest Stage Delay on Critical Path | 0.66 ns |
| Die Y | 141 um |
| Relative slew slack | 42.3% |
| Total of endpoints with negative setup slack in the final report | 0 |
| Number of buffers added by the clock tree synthesis step | 9 |
| Total internal power | 742 uW |
| Run status | complete, no violations |
| Row Count | 50 |
| HPWL after DPL | 17400 um |
| Part of the power in registers | 48.8% |
| Cells along the critical path | nor3_1, ha_1, nor2_1, a21oi_1, nand2b_1, fa_1, fa_1, inv_1, fa_1, fa_1, inv_1, fa_1, inv_1, ha_1, a211oi_1, nor2_1, a311oi_1, buf_4, mux2i_1, o21ai_0, a41oi_1 |
| Critical path data required time | 8.18 ns |
| Placed Cells incl. Taps | 1086 |
| Drt wl/cell | 20.8 um |
| Period Utilization, post-route | 92.2% |
| Total I/O pin count | 58 |
| Horizontal die size | 141 um |
| Crit path time final | 7.28 ns |
| Async set-or-reset flop fraction in the synthesized netlist | 100% |
| Number of buffers added for setup after CTS | 0 |
| Critical path fanouts, max | 26 |
| Unrepaired setup endpoints after global routing | no |
| DR vias | 6122 |
| Slew of the pin with the lowest slew margin | 0.863 ns |
| Final RePlAce weighted congestion | 1.01 |
| Final setup slack of the worst path | 0.616 ns |
| Startpoint type of the worst setup path | register |
| Ratio of routed vias to standard cells | 5.56 |
| Maximum operating frequency | 137 MHz |
| Remaining design rule violation count | 0 |
| Switching component of the power | 233 uW |
| TritonCTS clock tree | built |
| Clock tree buffer depth | 2 |
| Net switching share of the total power | 23.9% |
| Max-capacitance violation count | 0 |
| Post-Route Setup TNS | 0 ns |
| Synthesized instance count | 814 |
| Wire length of the first global-routing pass | 35700 um |
| Deepest level of the CTS H-tree | 3 |
| Root buffer cell | clkbuf_16 |
| Synth-to-layout area growth | 15.0% |
| Count of final hold-check violations | 0 |
| Leftover overflow at the end of global routing | 0 |
| Post-cts gate resize count | 0 |
| Arrival @ worst endpoint | 7.56 ns |
| Sequential-to-total area share from yosys stat | 30.3% |
| Detailed router's first-iteration violation count | 501 |
| Stage-log warning count | 32 |
| Buffer-and-inverter tally for the worst setup path | 4 |
| Instance area after placement | 0.00852 sq mm |
| Worst reg-to-reg setup slack | 0.62 ns |
| Antenna Violating Nets Remaining | 0 |
| Ys cells | 814 |
| Post-Syn Area per Cell | 9.44 sq um |
| Placeable Area | 0.0188 sq mm |
| Post-synthesis cell area | 0.00768 sq mm |
| Fraction of layout cells with a size suffix above 1 | 8.53% |
| Top flip-flop cell by instance count after synthesis | dfrtp_1 |
| Finished layout cell area | 0.00884 sq mm |
| Portion of total power attributed to combinational logic | 2.6% |
| Number of different library cells in the post-synthesis netlist | 57 |
| Count of input and output buffers | 57 |
| Slowest stage cell on the critical path | ha_1 |
| Ratio of total power to cell area | 110 mW/mm^2 |
| Number of antenna cells inserted | 0 |
| Die Size | 0.0198 sq mm |
| Number of flops mapped to enable cells by yosys | 0 |
| Number of optimization iterations in the first detailed-route pass | 5 |
| Number of standard cells in the layout, taps in and fillers out | 1102 |
| Worst R2R Start | Controller.Current_State[6]$_DFF_PN0_ |
| Most used cell along the critical path | fa_1 |
| Number of register bits inferred by synthesis | 93 |
| Chip area line of the yosys report | 0.00768 sq mm |
| Number of max-slew violations in the final report | 0 |
| Worst Hold Depth | 1 |
| Static leakage | 0.00386 uW |
| Worst setup skew after layout | 0.0122 ns |
| Clock Sinks | 93 |
| Largest delay contributor family on the critical path | adder cells |
| Worst Path Class, Setup | reg2reg |
| VDD IR max | 0.148 mV |
cells in the mapped netlist (all sizes together), types with 4 or more instances:
cell    instances  area [sq um]
o21a            9          68.8
o21bai          4          30.0
a22oi          23           173
mux2           27           304
xnor2          18           158
ha             42           526
a21o            5          37.5
a21oi          42           210
nand2b         12          75.1
o21ai          66           330
a31oi           4          25.0
nand3           4          20.0
clkbuf         27           101
nor3            7          35.0
or3             6          42.5
buf            10          55.1
a221oi          5          43.8
a222oi          8          80.1
fa             67          1340
nor2           84           318
nand2          88           330
dfrtp          92          2300
nor4            4          25.0
mux2i          40           400
xor2            5          43.8
inv            83           312
stage by stage:
stage / hold WS (ns) / power [uW]
6_report: 0.435 / 975
5_1_grt: 0.469 / 1000
4_1_cts: 0.442 / 984
3_5_place_dp: 0.422 / 511
3_3_place_gp: 0.424 / 511
2_1_floorplan: 0.349 / 486
cell families after synthesis:
logic type	count (synthesis)	share of synthesized area, %
muxes	67	9.17
AOI/OAI and AO/OA	180	14.7
buffers and inverters	121	6.16
and+or+nand+nor	220	12.4
DFF	93	30.3
xor gates and xnor gates	24	2.93
adders and majority gates	109	24.3
layout make-up:
cell class | count | area (sq um) | share of cell area, %
Clock buffer | 9 | 225 | 2.55
Clock inverter | 7 | 91.3 | 1.03
Inverter | 84 | 317 | 3.58
Multi-Input combinational cell | 600 | 4880 | 55.2
Sequential cell | 93 | 2330 | 26.3
Tap cell | 234 | 293 | 3.31
Timing Repair Buffer | 75 | 703 | 7.95
state kept, by name (all words and copies together) (netlist names):
signal / count
Controller.Current_State: 12
Datapath.r5.Q: 9
Datapath.r3.Q: 9
Datapath.r8.Q: 9
Datapath.r9.Q: 9
Datapath.r2.Q: 9
Datapath.r1.Q: 9
Datapath.r4.Q: 9
Datapath.r6.Q: 9
Datapath.r7.Q: 9
how the worst max path moves through the flow:
stage                                           to  slack, ns                             startpoint
final                 Datapath.r2.Q[7]$_DFFE_PN0P_       0.62  Controller.Current_State[6]$_DFF_PN0_
after global routing  Datapath.r2.Q[7]$_DFFE_PN0P_       0.11  Controller.Current_State[6]$_DFF_PN0_
after CTS             Datapath.r2.Q[8]$_DFFE_PN0P_       0.65  Controller.Current_State[6]$_DFF_PN0_
power by group through the flow:
stage | clock (uW) | sequential (uW) | combinational, uW
6_report | 474 | 476 | 25.2
4_1_cts | 482 | 476 | 26.1
5_1_grt | 497 | 476 | 28.0
layout by cell type (no fill, tap or decap), types with 23 or more instances in the layout:
cell type	n
nor2_1	83
mux2_2	27
a21oi_1	42
nand2_1	88
a22oi_1	23
inv_1	82
fa_1	67
mux2i_1	40
dfrtp_1	92
o21ai_0	59
ha_1	42
clkdlybuf4s50_1	56
routing by layer:
layer	up-vias	GRT usage [%]	share of wire, %
li1	2876	-	-
met1	2941	40.1	45
met2	277	36.4	43
met3	28	8.37	11
met4	0	3.32	1.7
met5	-	0	0
Power figures rest on the tool's default switching activity, not on a simulated workload.
